**flow/config.mk**
```make
export PLATFORM = sky130hd
export DESIGN_NAME = smoothing
export DESIGN_NICKNAME = smoothing
export VERILOG_FILES = /design/flow/design.v
export SDC_FILE = /design/flow/constraint.sdc
export NUM_CORES = 4
export LEC_CHECK = 1
export CORE_UTILIZATION = 40
```
**flow/constraint.sdc**
```tcl
current_design smoothing

set clk_period 54.6
set clk_io_pct 0.2

create_clock -name clk0 -period $clk_period [get_ports {clk}]

set non_clock_inputs [all_inputs -no_clocks]
set_input_delay [expr $clk_period * $clk_io_pct] -clock clk0 $non_clock_inputs
set_output_delay [expr $clk_period * $clk_io_pct] -clock clk0 [all_outputs]
```
**flow/design.v**
```verilog
module smoothing (clk, reset, data, smooth);
	input logic clk, reset;
	input logic [11:0] data;
	output logic [11:0] smooth;
	reg [127:0][11:0] all_data;
	logic [6:0] pointer  = 0;
	integer i;
	logic [31:0] sum;
	always_comb begin
		sum=0;
		for (i=0; i<128; i++) begin
			sum=sum+all_data[i];
		end
		smooth = sum/128;
	end
	always_ff @(posedge clk) begin
		if (reset) begin
			pointer<=0;
			all_data<=0;
		end
		else begin
			all_data[pointer] <= data;
			pointer<=pointer+1;
		end
	end
endmodule
```
**flow/run.sh**
```bash
#!/bin/bash
# OpenROAD 26Q1-2900-gdf79404cd8, Yosys 0.63+post, stock flow scripts
make -C /OpenROAD-flow-scripts/flow DESIGN_CONFIG=/design/flow/config.mk WORK_HOME=/design/flow/orfs finish
```
==> results.tsv <==
stage	metric	value	unit
route	via count	79000	
route	met2 routed WL	222	mm
status	status	complete, no violations	
setup_path	crit path max-delay cell type	fa_1	
grt	number of global-route vias before repair	79700	
cts	CTS resizes	0	
die	core box area	0.241	mm^2
final_timing	Final Hold Fails	0	
setup_path	critical path's top delay family	adder cells	
route	Final ANT Viol Nets	0	
final_timing	Final Slew Violations	0	
die	row count	180	
placement	detailed-placement wirelength estimate	420	mm
setup_path	largest fanout on the critical path	4	
cts	CTS Sinks	1543	
pwr	Power Dens Cells	30.8	mW/mm^2
route	vias per cell	6.01	
pwr	worst vdd ir	28.0	uV
setup_path	delay of the slowest critical-path stage	0.83	ns
flow_run	maxcap violations	0	
final_timing	Tightest Pin Transition	1.27	ns
logic_synthesis	Seq share, synth	31.8	%
route	Iter 0 DRT Violations	7296	
finish	Syn-to-layout area delta	13.4	%
placement	number of port buffers	25	
die	fp util	40.3	%
setup_path	r2r endpoint	all_data[763]$_SDFF_PP0_	
logic_synthesis	Cells after Synth	9623	
logic_synthesis	yosys stat chip area	0.0970	mm^2
hold_path	Worst Hold End	all_data[30]$_SDFF_PP0_	
grt	Total Routing Usage GR	49.4	%
logic_synthesis	Async SR Flop Fraction	0	%
flow_run	Log Warnings	36	
setup_path	CP Capture Type	primary output	
final_timing	clock skew	0.0617	ns
cts	setup bufs post-CTS	0	
die	DIE AREA	0.245	mm^2
logic_synthesis	#FFs+latches synth	1543	
finish	layout cells sized above 1	9.84	%
logic_synthesis	Dominant combinational family	adder cells	
route	uppermost layer routed	met5	
setup_path	internal reg-to-reg setup slack	46.66	ns
grt	largest net degree at the start of global routing	132	
setup_path	CP Class	register to primary output	
final_timing	Fmax	44.7	MHz
setup_path	Crit path top cell by count	fa_1	
setup_path	WP buf/inv	8	
logic_synthesis	area fraction in mux cells	0.153	%
finish	FILL cells	22200	
logic_synthesis	Post-Synth XOR/XNOR Area	0.294	%
logic_synthesis	Adder Area Share	32.7	%
logic_synthesis	library cells used by synthesis	95	
die	die span in y	494	um
setup_path	r2r startpoint	pointer[0]$_SDFF_PP0_	
logic_synthesis	ys cells	9623	
final_timing	worst hold slack	0.462	ns
route	drt total wl	560	mm
logic_synthesis	Syn Area/Cell	10.1	um^2
hold_path	hold depth	1	
cts	CTS tree	yes	
grt	grt ovf	0	
route	Post-Route M1 WL	190	mm
setup_path	Data arrival, critical path	11.46	ns
final_timing	minimum clock period	22.38	ns
logic_synthesis	Synth Warn #	1	
logic_synthesis	Commonest flop	dfxtp_1	
route	met3 WL post-DR	97.1	mm
cts	clock tree root buffer cell	clkbuf_16	
cts	cts bufs inserted	188	
hold_path	Hold Path Class	register to register	
grt	initial antenna violation count	84	
die	Horiz. Die Dim	494	um
setup_path	Reg2Reg Depth	18	
final_timing	final period utilization	41.0	%
route	drt pass-1 iters	6	
die	I/O pins	26	
hold_path	hold wc startpoint	all_data[30]$_SDFF_PP0_	
logic_synthesis	simple share	6.15	%
final_timing	Max-slew headroom	15.3	%
final_timing	RSZ-0062 raised after global routing	false	
setup_path	worst endpoint required time	43.68	ns
placement	GP Congestion	1.10	
setup_path	crit start category	register	
logic_synthesis	Post-synth EDFFs	0	
route	post-DR wirelength/cell	42.6	um
logic_synthesis	post-synth design cell area	0.0970	mm^2
final_timing	setup tns final	0	ns
cts	Clock transition at path regs	0.06	ns
final_timing	Final setup viols	0	
cts	H-tree levels	4	
pwr	Leak	42.4	nW
logic_synthesis	ao+oa area frac	17.4	%
cts	clock latency on the worst-skew pair	0.88	ns
grt	global-route wire length before repair	739	mm
cts	Max Root-Sink Buffers	3	
route	DRC Markers	0	
cts	hold buffers post-CTS	0	
==> placed cells by master (no fill, tap or decap), types with 19 or more instances in the layout <==
cell type / instances
a21oi_1: 334
a221o_1: 31
a22o_1: 298
a22oi_1: 61
a31oi_1: 61
a32o_1: 54
a32oi_1: 57
and2_1: 27
and3_1: 37
buf_4: 430
bufinv_16: 29
clkbuf_1: 24
clkbuf_16: 190
clkbuf_8: 41
clkdlybuf4s50_1: 24
clkinv_2: 35
dfxtp_1: 1543
diode_2: 104
fa_1: 1502
ha_1: 135
inv_1: 2305
nand2_1: 412
nand3_1: 207
nand4_1: 30
nor2_1: 385
nor2b_1: 23
nor3_1: 77
o2111ai_1: 35
o211ai_1: 19
o21ai_0: 316
o221ai_1: 30
o22ai_1: 26
o32ai_1: 684
==> worst max path at each step <==
stage                               startpoint         end  slack, ns  cells past startpoint
after CTS             all_data[471]$_SDFF_PP0_  smooth[11]      32.43                     28
final                 all_data[471]$_SDFF_PP0_  smooth[11]      32.22                     28
after global routing  all_data[471]$_SDFF_PP0_  smooth[11]      32.11                     28
==> registers in the layout, indices dropped and copies added (netlist names) <==
name and count:
pointer 7, all_data 1536
==> cell families (layout without fill, tap and decap cells) <==
group / count (synthesis) / after routing
other: 0 / 104
buffers and inverters: 2867 / 3111
and+or+nand+nor: 1318 / 1318
adders and majority gates: 1638 / 1638
AOI/OAI and AO/OA: 2215 / 2215
DFF: 1543 / 1543
muxes: 14 / 14
xor gates and xnor gates: 28 / 28
==> report_power, final <==
group	leakage, nW	switching [mW]	internal, mW
combinational	26.7	0.683	0.161
sequential	12.4	0.00792	1.13
clock	3.33	0.565	0.833
==> cell usage after synthesis, drive strengths merged, types with 20 or more instances <==
master,instances,area (um^2)
a211oi,27,295
a21oi,355,1800
a221o,31,310
a22o,302,2650
a22oi,64,480
a31oi,61,382
a32o,55,551
a32oi,59,517
and2,30,188
and3,37,231
buf,200,1030
clkbuf,359,1350
dfxtp,1543,30900
fa,1502,30100
ha,136,1700
inv,2307,8660
nand2,434,1630
nand3,208,1050
nand4,30,188
nor2,406,1540
nor2b,23,144
nor3,94,502
nor4,30,304
o2111ai,38,352
o211ai,42,483
o21ai,341,1740
o221ai,30,263
o22ai,26,163
o32ai,684,5990
xnor2,20,175
==> metal layers <==
layer  up-vias  GRT usage [%]
met2      5320           61.8
met1     39900           58.6
met5         -           5.99
li1      32200              -
met4        92           35.2
met3      1543           35.5
==> stage by stage <==
stage | power, mW | area [um^2] | utilization [%] | cells | worst slack [ns]
finish | 3.38 | 110000 | 45.7 | 13200 | 32.22
global route | 3.42 | 110000 | 45.6 | 13100 | 32.11
detailed placement | 1.96 | 103000 | 42.8 | 12700 | 33.41
CTS | 3.35 | 110000 | 45.6 | 13100 | 32.43
global placement | 1.96 | 103000 | 42.8 | 12700 | 33.33
floorplan | 1.46 | 97000 | - | 9623 | 35.48
==> cell type report <==
cell class                      instances  area, um^2  area share, %
Clock inverter                         90        1410           1.28
Timing Repair Buffer                  458        3530           3.21
Sequential cell                      1543       30900           28.1
Clock buffer                          255        5410           4.92
Inverter                             2308        8670           7.88
Antenna cell                          104         260          0.237
Multi-Input combinational cell       5213       55900           50.8
Tap cell                             3185        3990           3.62
==> worst reg2reg max path, cell delays in order, from the launching register on <==
cell and delay [ns]:
dfxtp_1 0.31, buf_4 0.37, ha_1 0.37, inv_1 0.09, fa_1 0.71, and2_1 0.30, and2_1 0.59, nand4_1 0.56
nor2_1 0.36, ha_4 0.38, inv_1 0.23, o21ai_4 0.29, buf_4 0.60, buf_4 0.62, nor2_2 0.11, buf_4 0.34
nand2_4 0.72, buf_4 0.63, o32ai_1 0.18
Power figures rest on the tool's default switching activity, not on a simulated workload.
