`flow/config.mk`:
```
export PLATFORM = sky130hd
export DESIGN_NAME = ADC
export DESIGN_NICKNAME = ADC
export VERILOG_FILES = /design/flow/design.v
export SDC_FILE = /design/flow/constraint.sdc
export NUM_CORES = 4
export LEC_CHECK = 1
export CORE_UTILIZATION = 40
```
`flow/constraint.sdc`:
```
current_design ADC

set clk_period 11.6
set clk_io_pct 0.2

create_clock -name clk0 -period $clk_period [get_ports {clk}]

set non_clock_inputs [all_inputs -no_clocks]
set_input_delay [expr $clk_period * $clk_io_pct] -clock clk0 $non_clock_inputs
set_output_delay [expr $clk_period * $clk_io_pct] -clock clk0 [all_outputs]
```
`flow/design.v`:
```
module ADC 
	#(parameter CODING = 1'b1, parameter SD = 1'b1, parameter OLD = 1'b1)
	(clk, reset, data, ADC_CONVST, ADC_DIN, ADC_SCLK, ADC_DOUT);
	output ADC_CONVST, ADC_DIN, ADC_SCLK;
	input ADC_DOUT, clk, reset;
	output logic [7:0][11:0] data;
	logic [1:0][7:0][11:0] datac;
	logic [1:0] ADC_CONVSTc, ADC_DINc, ADC_SCLKc;
	ADCn #(.CODING(CODING), .SD(SD)) new_chip_hookup (.clk, .reset, .data(datac[0]), .ADC_CONVST(ADC_CONVSTc[0]), .ADC_DIN(ADC_DINc[0]), .ADC_SCLK(ADC_SCLKc[0]), .ADC_DOUT);
	ADCo #(.CODING(CODING), .RANGE(~SD)) old_chip_hookup (.clk, .reset, .data(datac[1]), .ADC_CONVST(ADC_CONVSTc[1]), .ADC_DIN(ADC_DINc[1]), .ADC_SCLK(ADC_SCLKc[1]), .ADC_DOUT);
	always_comb begin
		ADC_CONVST = (OLD ? ADC_CONVSTc[1] : ADC_CONVSTc[0]);
		ADC_DIN    = (OLD ? ADC_DINc[1]    : ADC_DINc[0]);
		ADC_SCLK   = (OLD ? ADC_SCLKc[1]   : ADC_SCLKc[0]);
		data       = (OLD ? datac[1]       : datac[0]);
	end
endmodule
module ADCn
	#(parameter CODING = 1'b1, parameter SD = 1'b1)
	(clk, reset, data, ADC_CONVST, ADC_DIN, ADC_SCLK, ADC_DOUT);
	input clk, reset;           
	output reg [7:0][11:0] data;  
	output logic ADC_CONVST;          
	output logic ADC_DIN;           
	output logic ADC_SCLK;          
	input ADC_DOUT;               
	logic [2:0] addr;     
	logic [6:0] count;    
	logic [2:0] which;    
	logic [11:0] buffer;  
	logic OS;
	assign OS = (SD ? addr[0] : 1'b0);
	initial begin
		ADC_DIN <= 0;
		ADC_SCLK <= 0;
		addr <= 0;
		count <= 0;
		buffer <= 0;
		which <= 0;
	end
	logic sdata;
	always_comb
		case (which)
			3'b000:  
				sdata = SD;
			3'b001:  
				sdata = OS;
			3'b010:  
				sdata = addr[2];
			3'b011:  
				sdata = addr[1];
			3'b100:  
				sdata = CODING;
			3'b101:  
				sdata = 1'b0;
			default:  
				sdata = 1'bx;
		endcase
	always @(posedge clk) begin
		if (reset) begin
			ADC_DIN <= 0;
			ADC_SCLK <= 0;
			addr <= 0;
			count <= 0;
			buffer <= 0;
			which <= 0;
		end
		else begin
	end
			count<=count+1'b1;
			if (count==0) ADC_CONVST<=1'b1;  
			if (count==2) ADC_CONVST<=1'b0;  
			if (count==78) begin 			   
				ADC_DIN<=sdata;
				which<=which+1'b1;
			end
			if ((count>=80)&(count<=103)) begin   
				if (count[0]) begin   
					ADC_SCLK<=1'b0;
					ADC_DIN<=sdata;
					which<=which+1'b1;
				end else begin
					ADC_SCLK<=1'b1;
					buffer<={buffer[10:0], ADC_DOUT};   
				end
			end
			if (count==120) begin   
				data[addr-1'b1]<=buffer;
				addr<=addr+1'b1;
				which<=0;
			end
		end
endmodule
module ADCo
	#(parameter CODING = 1'b1, parameter RANGE = 1'b0)
	(clk, reset, data, ADC_CONVST, ADC_DIN, ADC_SCLK, ADC_DOUT);
	input clk, reset;           
	output reg [7:0][11:0] data;  
	output reg ADC_CONVST;          
	output reg ADC_DIN;           
	output reg ADC_SCLK;          
	input ADC_DOUT;               
	logic toggle_bit;
	logic [2:0] addr;     
	logic [5:0] count;    
	logic [3:0] which;    
	logic [14:0] buffer;  
	logic write;
	logic [1:0] first;
	initial begin
		ADC_DIN <= 1;
		ADC_SCLK <= 1'b1;
		count <= 0;
		buffer <= 0;
		which <= 0;
		toggle_bit<=0;
		ADC_CONVST<=1'b1;
		write<=1'b1;
		addr<=0;
		first<=2'b11;
	end
	logic sdata;               
	always_comb
		case (which)
			4'b0000:  
				sdata = write;
			4'b0001:  
				sdata = 1'b1;
			4'b0010:  
				sdata = 1'bx;
			4'b0011:  
				sdata = 1'b1;
			4'b0100:  
				sdata = 1'b1;
			4'b0101:  
				sdata = 1'b1;
			4'b0110:  
				sdata = 1'b1;
			4'b0111:  
				sdata = 1'b1;
			4'b1000:  
				sdata = 1'b1;
			4'b1001:  
				sdata = 1'bx;
			4'b1010:  
				sdata = RANGE;
			4'b1011:  
				sdata = CODING;
			default:  
				sdata = 1'bx;
		endcase
	always @(posedge clk) begin
		if (reset) begin
			ADC_DIN <= 0;
			ADC_SCLK <=1'b1;
			count <= 0;
			buffer <= 0;
			which <= 0;
			toggle_bit<=0;
			ADC_CONVST<=1'b1;
			addr<=0;
			first<=1'b1;
		end
		else begin
			toggle_bit<=toggle_bit+1'b1;
			if (&toggle_bit) begin 
				count<=count+1'b1;
				if (|first) begin
					if (first!=2'b11) begin
						if (count==0) begin 
							ADC_CONVST<=1'b0;
							ADC_DIN<=1'b1;
						end
						if ((count>=1)&(count<=31)) begin  
							if (count[0]) begin   
								ADC_SCLK<=1'b0;
							end else begin
								ADC_SCLK<=1'b1;
								ADC_DIN<=1'b1;
							end
						end
						if (count==32) begin
							ADC_SCLK<=1'b1;
						end
						if (count==33) begin
							ADC_CONVST<=1'b1;
							first<=first-1'b1;
							count<=0;
						end
					end
					if (count==63) first<=first-1'b1;
				end
				else if (write) begin
					if (count==0) begin 
						ADC_CONVST<=1'b0;
						ADC_DIN<=sdata;
						which<=which+1'b1;
					end
					if ((count>=1)&(count<=31)) begin  
						if (count[0]) begin   
							ADC_SCLK<=1'b0;
						end else begin
							ADC_SCLK<=1'b1;
							ADC_DIN<=sdata;
							which<=which+1'b1;
						end
					end
					if (count==32) begin
						ADC_SCLK<=1'b1;
					end
					if (count==33) begin
						ADC_CONVST<=1'b1;
					end
					if (count==63) begin
						write<=0;
						ADC_DIN<=1'b0;
					end
				end 
				else begin
					if (count==0) begin 
						ADC_CONVST<=1'b0;
					end
					if ((count>=11)&(count<=42)) begin  
						if (count[0]) begin   
							ADC_SCLK<=1'b0;
							buffer<={buffer[13:0], ADC_DOUT};  
						end else begin
							ADC_SCLK<=1'b1;
						end
					end
					if (count==43) begin   
						data[buffer[14:12]]<=buffer[11:0];
						ADC_CONVST<=1'b1;
					end
				end
			end
		end
	end
endmodule 
```
`flow/run.sh`:
```
#!/bin/bash
# OpenROAD 26Q1-2900-gdf79404cd8, Yosys 0.63+post, stock flow scripts
make -C /OpenROAD-flow-scripts/flow DESIGN_CONFIG=/design/flow/config.mk WORK_HOME=/design/flow/orfs finish
```
==> impl_metrics.json <==
{
  "antenna_cells": 0,
  "fin_skew_ps": 6.51,
  "max_freq_mhz": 225,
  "rsz0062_at_grt": "false",
  "top_area_cell": "edfxtp_1",
  "placed_area_mm2": 0.00826,
  "core_mm2": 0.0172,
  "holdWs_ps": 480,
  "grt_max_degree": 52,
  "fin_tns_setup_ps": 0,
  "p_leak_uw": 0.00293,
  "p_clk_share_pct": 50.6,
  "crit_type": "input port to register",
  "ios": 102,
  "vias": 5916,
  "area_leaders": "edfxtp_1, dfxtp_1, o21ai_0",
  "switchingPower_uw": 209,
  "grt_pass1_wl_mm": 30.6,
  "grt_usage_pct": 22.9,
  "hold_buffers": 0,
  "cts_buffers": 17,
  "drc": 0,
  "path_max_fanout": 49,
  "drive_gt1_share_pct": 8.79,
  "seqPwrFrac_pct": 48.3,
  "tool_warnings": 37,
  "worst_setup_hold_path_clk_slew_ps": 60,
  "synth_cells": 683,
  "cts_tree": "built",
  "fin_crit_sh_pct": 38.4,
  "gp_congestion": 0.955,
  "internal-power_uw": 808,
  "power.density_mw_per_mm2": 115,
  "synth_top_cell_by_count": "edfxtp_1",
  "antenna_found_initial": 0,
  "worst_slew_pin_slew_ps": 823,
  "drt-initial-drc-count": 488,
  "via_per_inst": 5.86,
  "async_reset_ff_share_pct": 0,
  "syn_avg_cell_area_um2": 10.3,
  "end_kind": "register",
  "synth_cell_types": 70,
  "regArea_mm2": 0.00353,
  "die_h_um": 135,
  "post_cts_resized": 0,
  "io_buffer_count": 101,
  "routedWlPerCell_um": 19.1,
  "final_max_slew_viol_count": 0,
  "dieArea_mm2": 0.0181,
  "cts_setup_buffers": 0,
  "root_buffer": "clkbuf_16",
  "ys_ff": 128,
  "die_w_um": 135,
  "period_needed_ps": 4450,
  "p_comb_share_pct": 1.2,
  "ys_area_mm2": 0.00703,
  "cts_buffer_depth": 2,
  "worst_ep_required_time_ps": 11650,
  "logic_area_mm2": 0.00325,
  "syn_to_final_growth_pct": 25.6,
  "finalHoldViolCount": 0,
  "ys_seq_share_pct": 50.3,
  "clock_sinks": 128,
  "hold_path_class": "register to register",
  "ys.flop_type": "edfxtp_1",
  "num_rows": 48,
  "ant_nets": 0,
  "drt_first_pass_iters": 5,
  "wl_mm": 19.3,
  "cp.arrival_ps": 4510,
  "final_area_mm2": 0.00883,
  "peakVddDrop_mv": 0.0931,
  "synth_area_mm2": 0.00703,
  "drv_cap": 0,
  "maxSlewHeadroom_pct": 45.1,
  "status": "finished, final reports clean",
  "cp-start-kind": "input port",
  "grt_pass1_vias": 5490,
  "edf_count": 97,
  "yosys_cells": 683,
  "grt_overflow_total": 0,
  "synthDominantCellAreaShare_pct": 41.4,
  "top_cells_by_count": "edfxtp_1, o21ai_0, nand2_1, nor2_1, a21oi_1",
  "nFillCells": 1479,
  "htree_levels": 4,
  "fp_util_pct": 40.8,
  "yosysWarnings": 6,
  "clk_latency_ps": 420,
  "setup_viol": 0,
  "place.detailed.hpwl_mm": 13.5,
  "switching_share_pct": 20.6
}
[registers in the layout (all words and copies together) (netlist names), 2 cells and up]
register	count
old_chip_hookup.data	96
old_chip_hookup.buffer	15
old_chip_hookup.count	6
old_chip_hookup.which	4
old_chip_hookup.first	2
[worst paths after layout]
kind,slack (ps),cells past startpoint,from,to
max,7150,6,reset,old_chip_hookup.data[18]
min,480,2,old_chip_hookup.ADC_CONVST,old_chip_hookup.ADC_CONVST
max reg2reg,7220,9,old_chip_hookup.buffer[14],old_chip_hookup.data[75]
min reg2reg,480,2,old_chip_hookup.ADC_CONVST,old_chip_hookup.ADC_CONVST
[cell families (layout without fill, tap and decap cells)]
family | count (synthesis) | after routing | synth area share (%)
simple gates | 194 | 194 | 14.5
buf+inv | 68 | 170 | 3.77
mux | 13 | 13 | 1.92
xor+xnor | 16 | 16 | 2.58
compound gates | 246 | 246 | 23.6
flops | 128 | 128 | 50.3
fa+ha+maj | 18 | 18 | 3.31
[area by class of cell]
| cell class | instances | area share, % |
|---|---|---|
| clock buffers | 17 | 4.82 |
| multi-input cells | 487 | 36.8 |
| clock inverters | 15 | 1.64 |
| well taps | 225 | 3.19 |
| flip-flops and latches | 128 | 40.0 |
| inverters | 25 | 1.06 |
| repair buffers | 113 | 12.5 |
[stage by stage]
step | setup WS, ps | power [uW] | instances | util [%]
after CTS | 7110 | 1020 | 1010 | 51.2
final | 7150 | 1020 | 1010 | 51.2
after floorplan | 3380 | 507 | 683 | -
after global routing | 6900 | 1050 | 1010 | 51.2
after detailed placement | 6700 | 512 | 978 | 47.9
after global placement | 6730 | 512 | 978 | 47.9
[power groups by stage]
stage     Sequential (uW)  Clock (uW)  Combinational [uW]
4_1_cts               491         522                11.8
5_1_grt               491         544                13.0
6_report              491         514                11.8
[routing by layer]
metal | global-route usage, % | wire [um] | vias up
li1 | - | - | 2808
met1 | 37.7 | 8810 | 2855
met2 | 34.2 | 8880 | 231
met3 | 3.56 | 1210 | 22
met4 | 4.00 | 361 | 0
met5 | 0 | 0 | -
[cell usage in the layout, fill, tap and decap left out, types with 8 or more instances in the layout]
cell             synthesis  final
ha_1                    17     17
inv_1                   24     24
a211oi_1                 8      8
buf_4                    0     12
nor2_1                  39     39
nand2b_1                 9      9
a221o_1                 18     18
a21oi_1                 37     37
edfxtp_1                97     97
nor3_1                  14     14
clkdlybuf4s50_1          0    101
nand3_1                 31     31
a22o_1                  29     29
dfxtp_1                 31     31
nand2_1                 50     50
o21ai_0                 84     84
clkbuf_16                0     17
mux2i_1                  9      9
o2bb2ai_1               18     18
[critical path, cell delays in order]
cell,delay (ps)
clkdlybuf4s50_1,400
buf_4,230
nand2b_1,210
nor4_4,140
buf_4,570
buf_4,630
No activity file was given, so power comes from the tool's default toggle rates.
