==> design.v <==
module tracker (in, write, current_note, current, reset, RedPixels, GrnPixels, clk, mute);
	input logic [10:0] current;
	input logic [2:0] current_note;
	input logic reset, clk, write;
	logic [3:0] pointer;
	input logic in;
	input logic [4:0] mute;
	assign pointer = current/146;
	output logic [15:0][15:0] RedPixels;  
   output logic [15:0][15:0] GrnPixels;  
	integer i;
	always_ff @(posedge clk) begin
		if (reset) begin
			RedPixels<=0;
			GrnPixels<=0;
		end
		else if (write) begin
			GrnPixels[current_note][15-pointer] <= GrnPixels[current_note][15-pointer]|in;
		end
		RedPixels<=0;
		RedPixels[current_note][15-pointer] <= 1'b1;
		for (i=0; i<5; i=i+1) begin
			RedPixels[i][0] <= mute[i];
		end
	end
endmodule
==> run.sh <==
#!/bin/bash
# OpenROAD 26Q1-2900-gdf79404cd8, Yosys 0.63+post, stock flow scripts
make -C /OpenROAD-flow-scripts/flow DESIGN_CONFIG=/design/flow/config.mk WORK_HOME=/design/flow/orfs finish
==> config.mk <==
export PLATFORM = sky130hd
export DESIGN_NAME = tracker
export DESIGN_NICKNAME = tracker
export VERILOG_FILES = /design/flow/design.v
export SDC_FILE = /design/flow/constraint.sdc
export NUM_CORES = 4
export LEC_CHECK = 1
export CORE_UTILIZATION = 30
==> constraint.sdc <==
current_design tracker

set clk_period 12.6
set clk_io_pct 0.2

create_clock -name clk0 -period $clk_period [get_ports {clk}]

set non_clock_inputs [all_inputs -no_clocks]
set_input_delay [expr $clk_period * $clk_io_pct] -clock clk0 $non_clock_inputs
set_output_delay [expr $clk_period * $clk_io_pct] -clock clk0 [all_outputs]
==> reports/qor.yml <==
yosys:
  yosysTopAreaCellShare: 0.575
  netlist-cell-type-count: 92
  netlist_instances: 1698
  synthArstFlopShare: 0
  mappedNetlistArea_sq_mm: 0.0178
  yosys_warnings: 1
  synth_simple_gate_area_share: 0.169
  synth_stat.cells: 1698
  yosys-dominant-comb-family: "AND-OR/OR-AND gates"
  yosys.area.top_type: "dfxtp_1"
  ys_dominant_reg_cell: "dfxtp_1"
  netlist_top_cells_area: "dfxtp_1 57%, nor2b_1 4.5%, o211ai_1 3.8%"
  ys_ff: 512
  share_of_the_synthesized_netlist_area_taken_by_xor_and_xnor_gates: 0.00428
  adder_share: 0.00267
  edf_count: 0
  post_synth_ao_oa_area_fraction: 0.178
  postSynthSeqShare: 0.575
  yosys.stat.chipArea_sq_mm: 0.0178
  mux_area_frac: 0.0293
  synth_area_per_cell_sq_um: 10.5
layout:
  stdcell_count: 3124
  synthToLayoutAreaGrowth_pct: 45.7
  finish.instance_area_sq_mm: 0.0260
  post_route_cells_drive_above_1_share: 0.0894
worst_hold_path:
  hold_path_class: "reg2reg"
place:
  dp.final_hpwl_um: 51600
  numPlacedInstances: 3028
  placed_area_sq_mm: 0.0242
  placement.io_buffers: 533
  gp_routability_congestion: 0.973
  detailedPlace.worstSlack_ns: 2.17
clock_tree:
  clock_tree.htree_level_count: 2
  post_cts.repair.setup_buffers: 0
  cts.sinks: 512
  cts_repair_resize_count: 0
  tritoncts_buffer_count: 52
  cts_tree: "built"
  path_clk_slew_ns: 0.06
  cts-root-to-sink-buffers: 3
  clock_insertion_delay_worst_skew_ns: 0.61
  buffer_type_at_the_clock_tree_root: "clkbuf_16"
  cts_hold_repair.buffers: 0
global_route:
  grt_max_degree: 79
  vias_in_the_first_global_route: 14700
  number_of_antenna_violations_at_the_first_check_in_global_routing: 0
  grt_first_pass_wirelength_um: 101000
  overall_fraction_of_global_route_tracks_in_use: 0.236
  global_route.overflow_total: 0
final_timing:
  worst_slew_pin_slew_ns: 1.05
  setup_repair_after_global_routing_missed_its_margin: "no"
  worst_slack_ns: 2.56
  slew_headroom: 0.293
  final.setup.tns_ns: 0
  timing.final.max_slew_violations: 0
  period_needed_ns: 10.04
  setup-violations-final: 0
  fin_worst_skew_ns: 0.0218
  finalCritPeriodShare: 0.797
  finalHoldViolations: 0
  achievable-frequency_mhz: 99.6
setup_path:
  critical_path.top_delay_family: "simple AND/OR/NAND/NOR gates"
  arrival_ns: 10.51
  timing_worst_setup_path_type: "in2reg"
  timing.critical_path.mode_cell: "ha_1"
  timing.critical_path.required_ns: 13.07
  critical-path-slowest-cell: "clkdlybuf4s50_1"
  critical_path.max_fanout: 27
  critical_path.n_buffers_inverters: 5
  timing.critical_path.from_type: "input pin"
  worst_setup_path_end_kind: "register"
  slowest_delay_ns: 0.67
route:
  route.detailed.vias_per_inst: 4.94
  routed_wire_length_per_instance_um: 22.7
  antenna_left: 0
  drt-pass1-iter-count: 5
  postRouteWirelength_um: 70800
  dr_drc_count: 0
  drt_iter0_drcs: 1209
  dr_total_vias: 15400
  num_antenna_cells: 0
floorplan:
  initial_utilization: 0.306
  floorplan.core_area_sq_mm: 0.0582
  chipWidth_um: 246
  num_io_pins: 535
  die-height_um: 246
  chip_area_sq_mm: 0.0604
  std_cell_rows: 88
pwr:
  totalPowerFinal_mw: 3.86
  power_leakage_nw: 9.41
  power-per-cell-area_mw_per_mm2: 148
  ir_worst_vdd_mv: 0.130
status:
  result_of_the_run: "completed"
job:
  tool_warnings: 26
  drv.max_cap_violation_count: 0
-- path summary, 6_finish.rpt --
check        slack [ns]      startpoint  cells after the start              to
max                2.56      current[5]                     26   GrnPixels[86]
min reg2reg        0.46  GrnPixels[152]                      1  GrnPixels[152]
max reg2reg        8.81  GrnPixels[104]                      9   GrnPixels[80]
min                0.46  GrnPixels[152]                      1  GrnPixels[152]
-- layer usage --
metal / wire length [um] / vias to the layer above / global-route usage / share of wire
li1: - / 7234 / - / -
met1: 29100 / 7330 / 0.324 / 0.41
met2: 32200 / 743 / 0.359 / 0.46
met3: 7150 / 113 / 0.0797 / 0.10
met4: 2310 / 0 / 0.0670 / 0.033
met5: 0 / - / 0 / 0
-- cell usage after synthesis, drive strengths merged (6+ instances only) --
library cell and number:
o31ai 51, nor3 51, o41ai 45, o311ai 16, o221ai 12, o22ai 12, clkbuf 66, or4 13
nand2b 9, o21a 6, o211ai 92, and3 14, a21oi 15, dfxtp 512, mux2i 41, nor2b 129
buf 66, mux2 10, inv 12, nand4 16, o21ai 49, nor4 13, a31oi 10, nand3 15
and2 9, nor2 183, nand2 129, xnor2 7, a311oi 7, a211oi 15
-- cells in the final DEF (no fill, tap or decap), drive strengths merged, types with 5 or more instances in the layout --
master / count
clkdlybuf4s50: 532
dfxtp: 512
nor2: 183
nor2b: 129
nand2: 129
conb: 127
o211ai: 92
clkbuf: 69
nor3: 51
o31ai: 51
o21ai: 49
o41ai: 45
mux2i: 41
buf: 39
o311ai: 16
nand4: 16
clkinv: 16
nand3: 15
a21oi: 15
a211oi: 15
and3: 14
nor4: 13
or4: 13
inv: 13
o22ai: 12
o221ai: 12
a31oi: 10
mux2: 10
nand2b: 9
and2: 9
a311oi: 7
xnor2: 7
o21a: 6
clkinvlp: 5
bufinv: 5
or3: 5
o211a: 5
-- worst register-to-register path, cell delays in order (launching register included) --
cell and delay (ns):
dfxtp_1 0.50, nor3_1 0.13, o41ai_1 0.31, mux2_1 0.19, o21ai_0 0.08, nor4_1 0.90
o211a_2 0.44, o221ai_4 0.34, buf_4 0.44, o41ai_1 0.34
-- logic make-up after synthesis --
family,count (synthesis)
multiplexers,51
buffers and inverters,144
AND/OR/NAND/NOR,602
AND-OR/OR-AND,377
adder cells (fa/ha/maj),4
other,1
flip-flops,512
XOR/XNOR,7
-- stage by stage --
step / util / hold slack, ns
after global placement: 0.416 / 0.451
after floorplan: - / 0.414
after global routing: 0.446 / 0.474
final: 0.446 / 0.465
after CTS: 0.446 / 0.468
after detailed placement: 0.416 / 0.454
-- where the power goes --
part | internal [mW] | total (mW) | switching (mW)
Combinational | 0.179 | 0.603 | 0.424
Clock | 0.913 | 1.58 | 0.669
Sequential | 1.66 | 1.67 | 0.0153
-- registers in the layout, indices dropped and copies added, names as in the netlist --
register and count:
GrnPixels 256, RedPixels 256
-- layout make-up --
cell class,instances,area (sq um)
inverter,12,46.3
tap,765,957
clock inverter,27,339
multi-input combinational,1168,7330
clock buffer,69,1440
fill,5292,32300
timing repair buffer,571,5620
sequential,512,10200
Power and IR drop assume default switching activity.
